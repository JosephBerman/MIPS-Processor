**flow/config.mk**
```make
export PLATFORM = sky130hd
export DESIGN_NAME = eightbit_alu
export DESIGN_NICKNAME = eightbit_alu
export VERILOG_FILES = /design/flow/design.v
export SDC_FILE = /design/flow/constraint.sdc
export NUM_CORES = 4
export LEC_CHECK = 1
export CORE_AREA = 10 10 75 75
export DIE_AREA = 0 0 85 85
```
**flow/constraint.sdc**
```tcl
current_design eightbit_alu

set clk_period 8.4
set clk_io_pct 0.2

create_clock -name clk0 -period $clk_period

set non_clock_inputs [all_inputs -no_clocks]
set_input_delay [expr $clk_period * $clk_io_pct] -clock clk0 $non_clock_inputs
set_output_delay [expr $clk_period * $clk_io_pct] -clock clk0 [all_outputs]
```
**flow/design.v**
```verilog
`timescale 1ns / 1ps
module eightbit_alu(
    input [7:0] a,
    input [7:0] b,
    input [2:0] s,
    output [7:0] f,
    output ovf,
    output take_branch
    );
    wire [8:0] tmp;
    reg [7:0] result;
    reg [7:0] compResult;
    assign f = result;
    assign tmp = {1'b0,a} + {1'b0,b};
    assign ovf = tmp[8];
    assign take_branch = compResult;
    always @(*)
        begin
            case(s)
            3'b000:
                result = a + b;
            3'b001:
                result = ~b;
            3'b010:
                result = a&b;
            3'b011:
                result = a|b;
            3'b100:
                result = a >>> 1;
            3'b101:
                result = a << 1;
            3'b110:
                compResult = (a==b)?8'd1:8'd0;
            3'b111:
                compResult = (a!=b)?8'd1:8'd0; 
            default: result = a + b;
        endcase
    end
endmodule
```
**flow/run.sh**
```bash
#!/bin/bash
# OpenROAD 26Q1-2900-gdf79404cd8, Yosys 0.63+post, stock flow scripts
make -C /OpenROAD-flow-scripts/flow DESIGN_CONFIG=/design/flow/config.mk WORK_HOME=/design/flow/orfs finish
```
==> results_dict.tcl <==
# place-and-route summary
set metrics [dict create \
    status "complete, no violations" \
    xor_share 0.0429 \
    hold_buffers 0 \
    async_flop_share 0 \
    numPortBuffers 29 \
    ioPinCount 29 \
    antenna_cells 0 \
    dr.first_iter.drc_count 84 \
    postRouteAntennaNets 0 \
    grt_setup_unrepaired "false" \
    grt_pass1_wl_mm 5.21 \
    initCoreUtil 0.251 \
    maxSlewHeadroom 0.446 \
    max_freq_mhz 176 \
    cp_slowest_stage_delay_ns 0.50 \
    grt_use_total 0.0835 \
    antenna_found_initial 0 \
    pre_cts_ws_ns 2.71 \
    place_congestion 0.896 \
    ys_sh_adder 0.216 \
    edf_count 0 \
    yosys_cells 149 \
    ys_sh_simple 0.150 \
    syn_inst 149 \
    powerDensity_nw_per_um2 51.5 \
    slowest_stage "clkdlybuf4s50_1" \
    die_height_um 85 \
    drv_slew 0 \
    path_depth 10 \
    final.min_clock_period_ns 5.69 \
    worstSetupPathType "input pin to primary output" \
    unclocked_regs 9 \
    place_hpwl_mm 2.50 \
    cp-end-kind "primary output" \
    die_area_um2 7230 \
    detail_route.wl_per_cell_um 13.8 \
    first_pass_iters 4 \
    p_leak_nw 0.622 \
    grt.overflow.total 0 \
    worst_pin_slew_ns 0.828 \
    critPathMaxFanout 4 \
    rows 23 \
    ys_area_um2 1020 \
    ys_ff 9 \
    crit_chain "clkdlybuf4s50_1 > ha_1 > inv_1 > fa_1 > nor2b_1 > o31a_1 > o21ai_1 > a21oi_1 > a211o_1 > clkdlybuf4s50_1" \
    untimed_endpoints 18 \
    syn_avg_cell_area_um2 6.84 \
    syn_area_um2 1020 \
    worst-path-buf-inv 3 \
    first_global_vias 1060 \
    ys.flop_type "dlxtn_1" \
    final_cell_mix "29 x clkdlybuf4s50_1, 21 x inv_1, 19 x a21oi_1, 16 x ha_1, 15 x nand2_1" \
    timing.hold.ws_ns 4.59 \
    via_count 1091 \
    layout.cells.non_filler 224 \
    drive_gt1_frac 0.00575 \
    timing.final.ws_setup_ns 2.71 \
    ys_types 35 \
    postCtsResizedCells 0 \
    cp.required_ns 6.72 \
    grt_start_max_net_pins 25 \
    cp_top_family "buffers and inverters" \
    post-cts-setup-buffer-count 0 \
    finalSetupViolations 0 \
    final_common_cell "clkdlybuf4s50_1" \
    arrival_ns 4.01 \
    logic_family "AND-OR/OR-AND gates" \
    stdcell_area_um2 1360 \
    ys_sh_aoi 0.344 \
    fin_tns_setup_ns 0 \
    hold_viol 0 \
    wl_mm 3.08 \
    coreArea_um2 4060 \
    drv_cap 0 \
    die_w_um 85 \
    place_inst 224 \
    drc 0 \
    synthMuxAreaShare 0.0196 \
    via_per_inst 4.87 \
    place_area_um2 1360 \
    path_common_cell "clkdlybuf4s50_1" \
    min_path_type "input pin to primary output" \
    vdd_ir_drop_max_mv 0.00957 \
    warnings 40 \
    cp-start-kind "input pin" \
    yosys_warnings 1 \
    whs_path_depth 4 \
    area_delta_synth_final_pct 33.1 \
    post-route-period-util 0.677 \
]
-- worst paths after layout --
path / startpoint / endpoint / slack [ns]
max: a[0] / ovf / 2.71
min: b[7] / ovf / 4.59
-- cells by family after synthesis --
group | after synthesis
buffers and inverters | 26
AND/OR/NAND/NOR | 35
multiplexers | 2
adder cells (fa/ha/maj) | 17
AND-OR/OR-AND | 55
XOR/XNOR | 5
latches | 9
-- through the flow --
stage | utilization | total power, mW
after floorplan | - | 0.0440
after global placement | 0.335 | 0.0703
after detailed placement | 0.335 | 0.0699
after CTS | 0.335 | 0.0703
after global routing | 0.335 | 0.0783
final | 0.335 | 0.0699
-- cell usage after synthesis (all sizes together), types with 3 or more instances --
master | n | area share
a21oi | 19 | 0.093
a22oi | 3 | 0.022
clkbuf | 4 | 0.015
dlxtn | 9 | 0.13
ha | 16 | 0.20
inv | 21 | 0.077
nand2 | 15 | 0.055
nor2 | 11 | 0.040
o21a | 4 | 0.029
o21ai | 9 | 0.044
o22ai | 4 | 0.025
xor2 | 5 | 0.043
-- flip-flops by register name, summed over array words and instances, names as in the netlist --
name and count:
result 8, compResult 1
-- layer usage --
layer | share of wire | vias to the layer above | routed length, µm | track usage
met3 | 0.057 | 2 | 177 | 0.0135
met5 | 0 | - | 0 | 0
li1 | - | 577 | - | -
met4 | 0.0042 | 0 | 13 | 0.00449
met1 | 0.47 | 491 | 1460 | 0.116
met2 | 0.46 | 21 | 1430 | 0.138
-- where the power goes --
part	internal (mW)	leakage, nW	switching [mW]
combinational	0.0312	0.550	0.0341
clock	0	0	0
sequential	0.00433	0.0727	0.000350
-- final cells by class --
| cell class | count | area [µm²] |
|---|---|---|
| Multi-Input combinational cell | 114 | 787 |
| Tap cell | 50 | 62.6 |
| Inverter | 22 | 82.6 |
| Fill cell | 430 | 2700 |
| Timing Repair Buffer | 29 | 290 |
| Sequential cell | 9 | 135 |
-- tightest hold or removal path: stages --
cell and delay [ns]:
clkdlybuf4s50_1 0.48, ha_1 0.18, a211o_1 0.11, clkdlybuf4s50_1 0.45
Power and IR drop assume default switching activity.
