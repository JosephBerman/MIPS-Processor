--- design.v ---
`timescale 1ns / 1ps
module program_counter(
    input clk,
    input rst,
    input signed [7:0] branch_off,
    input alu_zero,
    output reg [7:0] value
    );
    always @(posedge clk, posedge rst)
    begin
        if(rst) begin
            value <= 8'b0;
        end else if(clk)
        begin
            if(alu_zero)
                value = value + branch_off;
            else
                value = value + 1;
        end
   end
endmodule
--- run.sh ---
#!/bin/bash
# OpenROAD 26Q1-2900-gdf79404cd8, Yosys 0.63+post, stock flow scripts
make -C /OpenROAD-flow-scripts/flow DESIGN_CONFIG=/design/flow/config.mk WORK_HOME=/design/flow/orfs finish
--- config.mk ---
export PLATFORM = sky130hd
export DESIGN_NAME = program_counter
export DESIGN_NICKNAME = program_counter
export VERILOG_FILES = /design/flow/design.v
export SDC_FILE = /design/flow/constraint.sdc
export NUM_CORES = 4
export LEC_CHECK = 1
export CORE_AREA = 10 10 80 80
export DIE_AREA = 0 0 90 90
--- constraint.sdc ---
current_design program_counter

set clk_period 5.4
set clk_io_pct 0.2

create_clock -name clk0 -period $clk_period [get_ports {clk}]

set non_clock_inputs [all_inputs -no_clocks]
set_input_delay [expr $clk_period * $clk_io_pct] -clock clk0 $non_clock_inputs
set_output_delay [expr $clk_period * $clk_io_pct] -clock clk0 [all_outputs]
==> ci_impl_report.md <==
### Yosys + OpenROAD results

| Metric | Value |
|---|---|
| Fill count | `526` |
| Rel. slew slack | `78.4%` |
| DR vias | `455` |
| Post-synth seq share | `36.4%` |
| CP arrival | `3.16 ns` |
| Ys flop type | `dfrtp_1` |
| Clock root buffer | `clkbuf_8` |
| Drt first pass iters | `3` |
| Startpoint class of the critical path | `primary input` |
| Top reg by flops | `value` |
| Top flop regs | `value (8)` |
| Post-route antenna net violation count | `0` |
| Post_cts resized | `0` |
| Post-DR wirelength/cell | `9.74 um` |
| Top area cell types | `dfrtp_1 (36%), ha_1 (16%), xnor2_1 (6.4%), and2_1 (5.7%), a21oi_1 (4.5%)` |
| Clock sinks | `8` |
| Pwr dens | `481 nW/um^2` |
| N_diodes | `0` |
| Vias in the first global route | `499` |
| Initial antenna violation count | `0` |
| Detail Placement HPWL | `1150 um` |
| Area of the die | `8100 um^2` |
| Layout cells sized above 1 | `5.19%` |
| Tot GR Track Use | `3.67%` |
| H-tree levels | `1` |
| Row Count | `25` |
| Fmax | `0.334 GHz` |
| Post-synth EDFFs | `0` |
| Drt drc | `0` |
| Dpl cells | `141` |
| CP required | `5.56 ns` |
| Total congestion overflow | `0` |
| Setup WS pre-CTS | `2.14 ns` |
| DRT Wirelength | `1400 um` |
| Final cell count without fillers | `144` |
| Total tool warning count | `25` |
| Pleak | `0.365 nW` |
| GP Congestion | `0.817` |
| Top-area cell share | `36.4%` |
| Die Width | `90 um` |
| Commonest cells post-synth | `dfrtp_1 (8), ha_1 (7), inv_1 (6)` |
| Chip height | `90 um` |
| Initial DRC count | `13` |
| Netlist Area Pre-Place | `551 um^2` |
| Insertion Delay late pin | `0.23 ns` |
| Final cycle utilization of the critical path | `55.4%` |
| Final instance area | `856 um^2` |
| Port buffer count | `18` |
| Slack of the critical path | `2.41 ns` |
| Largest net degree at the start of global routing | `9` |
| Peak supply drop | `0.106 mV` |
| Final Skew | `0.00335 ns` |
| Slew @ Worst Pin | `0.323 ns` |
| Syn avg cell area | `9.83 um^2` |
| Largest fanout on the critical path | `8` |
| Synth area leader | `dfrtp_1` |
| Max Slew Vio Count | `0` |
| TNS Setup | `0 ns` |
| First-pass GRT wire length | `2390 um` |
| Yosys cell count | `56` |
| CTS tree | `done` |
| Worst Hold Path Cells | `1` |
| Clock-pin slew on the worst setup and hold paths | `0.04 ns` |
| Max cap viols | `0` |
| RSZ-0062 raised after global routing | `false` |
| Vias/cell | `3.16` |
| Hold Fails Final Rpt | `0` |
| Critical path class | `in -> reg` |
| Crit. End Element | `register` |
| Worst Hold Class | `reg -> reg` |
| Area growth syn-to-layout | `55.5%` |
| CTS Buf Count | `3` |
| Core area | `4720 um^2` |
| Cts hold-fix bufs | `0` |
| Area reported by Yosys stat | `551 um^2` |
| Synth flops | `8` |
| Syn Inst Count | `56` |
| Post-synth cell types | `23` |
| Worst-case reg-to-reg path depth | `7` |
| Setup violators final | `0` |
| Outcome | `complete, no violations` |
| Clk buf depth | `2` |
| Synthesis Warnings | `1` |
| Asr flop ratio synth | `100%` |
| Placed cell area | `815 um^2` |
| Yosys top cell by instances | `dfrtp_1` |
| Crit path time final | `2.99 ns` |
| Max reg flops | `8` |
| Floorplan utilization | `11.7%` |
| Number of setup buffers added after CTS | `0` |
| Boundary Pins | `19` |
[logic make-up (layout without fill, tap and decap cells)]
family	Yosys count	count (layout)	share of synthesized area (%)
flops	8	8	36.4
buf+inv	6	27	4.09
simple gates	18	18	19.8
fa+ha+maj	8	8	19.5
xor+xnor	5	5	7.95
compound gates	11	11	12.3
[worst max-delay path, cell delays in order]
cell	delay [ns]
clkdlybuf4s50_1	0.64
nand2b_1	0.10
ha_1	0.20
inv_1	0.07
fa_1	0.25
nor2b_4	0.05
o31a_1	0.27
or4_1	0.40
nand3_1	0.09
[layout by cell type (no fill, tap or decap), drive strengths merged]
cell type / synthesis / final
a21o: 1 / 1
a21oi: 5 / 5
a31oi: 1 / 1
and2: 5 / 5
and3b: 1 / 1
clkbuf: 0 / 3
clkdlybuf4s50: 0 / 18
dfrtp: 8 / 8
fa: 1 / 1
ha: 7 / 7
inv: 6 / 6
nand2: 3 / 3
nand2b: 1 / 1
nand3: 3 / 3
nand4: 1 / 1
nor2: 1 / 1
nor2b: 1 / 1
nor3: 1 / 1
o211ai: 1 / 1
o21a: 1 / 1
o21ai: 1 / 1
o31a: 1 / 1
or4: 1 / 1
xnor2: 4 / 4
xor2: 1 / 1
[routing by layer]
| layer | track usage (%) | share of wire [%] | vias up |
|---|---|---|---|
| met5 | 0 | 0 | - |
| met4 | 0.133 | 0 | 0 |
| met3 | 2.01 | 8.8 | 0 |
| met2 | 5.63 | 43 | 16 |
| met1 | 4.67 | 48 | 203 |
| li1 | - | - | 236 |
[metrics by stage]
stage	util, %	hold WS, ns	total power [mW]
floorplan	-	0.456	0.243
finish	18.1	0.514	0.412
global placement	17.2	0.497	0.342
CTS	18.1	0.517	0.422
detailed placement	17.2	0.507	0.342
global route	18.1	0.542	0.458
[final cells by class]
cell class	count	area, um^2	share of cell area (%)
Clock buffer	3	41.3	4.82
Inverter	6	22.5	2.63
Multi-Input combinational cell	42	328	38.3
Sequential cell	8	200	23.4
Tap cell	67	83.8	9.80
Timing Repair Buffer	18	180	21.1
[final timing paths]
kind,startpoint,to,slack [ns]
worst min-delay path,value[0]$_DFF_PP0_,value[0]$_DFF_PP0_,0.51
worst min register to register,value[0]$_DFF_PP0_,value[0]$_DFF_PP0_,0.51
min in group asynchronous,rst,value[7]$_DFF_PP0_,1.11
worst max-delay path,alu_zero,value[6]$_DFF_PP0_,2.41
worst max register to register,value[0]$_DFF_PP0_,value[6]$_DFF_PP0_,3.61
max in group asynchronous,rst,value[4]$_DFF_PP0_,4.05
[power breakdown]
part | leakage (nW) | switching (mW) | internal [mW]
registers | 0.0925 | 0.0190 | 0.0938
clock network | 0.0216 | 0.0244 | 0.0484
logic | 0.251 | 0.0929 | 0.133
total | 0.365 | 0.136 | 0.276
Power is estimated from default activity; no workload was simulated.
