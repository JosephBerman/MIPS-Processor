==> /design/flow/design.v <==
`timescale 1ns / 1ps
module reg_file(
    input rst,
    input clk,
    input wr_en,
    input [1:0] rd0_addr,
    input [1:0] rd1_addr,
    input [1:0] wr_addr,
    input [8:0] wr_data,
    output [8:0] rd0_data,
    output [8:0] rd1_data
    );
    reg [8:0] regis [0:3];
    assign rd0_data = regis [rd0_addr];
    assign rd1_data = regis [rd1_addr];
    always @(posedge  clk)
        if(rst) begin
            regis[0] <= 0;
            regis[1] <= 0;
            regis[2] <= 0;
            regis[3] <= 0;
        end else begin
            if(wr_en) regis[wr_addr] <= wr_data;
        end
endmodule
==> /design/flow/run.sh <==
#!/bin/bash
# OpenROAD 26Q1-2900-gdf79404cd8, Yosys 0.63+post, stock flow scripts
make -C /OpenROAD-flow-scripts/flow DESIGN_CONFIG=/design/flow/config.mk WORK_HOME=/design/flow/orfs finish
==> /design/flow/config.mk <==
export PLATFORM = sky130hd
export DESIGN_NAME = reg_file
export DESIGN_NICKNAME = reg_file
export VERILOG_FILES = /design/flow/design.v
export SDC_FILE = /design/flow/constraint.sdc
export NUM_CORES = 4
export LEC_CHECK = 1
export CORE_UTILIZATION = 30
==> /design/flow/constraint.sdc <==
current_design reg_file

set clk_period 3.5
set clk_io_pct 0.2

create_clock -name clk0 -period $clk_period [get_ports {clk}]

set non_clock_inputs [all_inputs -no_clocks]
set_input_delay [expr $clk_period * $clk_io_pct] -clock clk0 $non_clock_inputs
set_output_delay [expr $clk_period * $clk_io_pct] -clock clk0 [all_outputs]
==> ci_impl_report.md <==
### Flow metrics

| Metric | Value |
|---|---|
| Die Span Y | 80.5 um |
| Fin cells | 222 |
| Biggest register | regis |
| Power per cell area | 402 nW/um2 |
| DRC | 0 |
| Final WS setup | 0.469 ns |
| Max Cap Violations | 0 |
| Top cells excl fill/tap | and2_1 (36), edfxtp_1 (36), clkdlybuf4s50_1 (35) |
| Post-CTS setup buffers | 0 |
| Chip width | 80.5 um |
| Chip area | 6480 um2 |
| Core area | 5920 um2 |
| Row cnt | 28 |
| CP Cell Sequence | clkdlybuf4s50_1 -> buf_4 -> mux4_2 -> clkdlybuf4s50_1 |
| Synth flops | 36 |
| CTS Hold Bufs | 0 |
| Final Hold Fails | 0 |
| Crit-path max FO | 9 |
| I/O pin count | 36 |
| Pre-CTS WS | roughly 0.44 ns |
| Layout cells sized above 1 | 23.1% |
| Slowest cell on crit path | mux4_2 |
| H-tree depth | 2 |
| Status | complete, no violations |
| Port bufs | 35 |
| Critical Path Max Stage Delay | 0.54 ns |
| Final Slew Violations | 0 |
| TritonRoute pass-1 iters | 4 |
| Leak Pwr | roughly 0.81 nW |
| Slew headroom | 54.9% |
| Post-route ant nets | 0 |
| Largest net degree at the start of global routing | 12 |
| Wire per inst | 16.7 um |
| Synth-to-Final Area Change | 28.3% |
| Worst path arrival time | between 2 and 2.5 ns |
| CTS resizes | 0 |
| CTS max path bufs | 2 |
| Initial Util | around 31% |
| Worst Tran Pin Value | 0.676 ns |
| Setup CP Type | in -> out |
| Yosys stat cell total | 104 |
| CTS tree | built |
| Root Buffer | clkbuf_8 |
| Tool warning count | 25 |
| Mapped Area | 1850 um2 |
| Cells after Synth | 104 |
| Seq share, synth | 58.5% |
| Syn Area/Cell | 17.8 um2 |
| Via count | roughly 1100 |
| Startpoint types | input pin |
| Placed insts | 214 |
| Global route total overflow | 0 |
| Vias per cell | 4.76 |
| Detailed Route Iter0 Violations | 56 |
| Largest register FFs | 36 |
| Setup violation total in the final timing report | 0 |
| Peak VDD IR | 0.132 mV |
| Vias in the first global route | ~1100 |
| WL final | about 3700 um |
| Synthesis area per yosys | 1850 um2 |
| Top Registers | regis (36) |
| Final hold slack | around 1.1 ns |
| Hpwl dp | 2460 um |
| Routability Congestion | 0.782 |
| Crit. End Element | primary output |
| Initial antenna violation count | 0 |
| Unrepaired setup endpoints after global routing | no |
| GRT Overall Usage | roughly an eighth |
| Setup TNS | 0 ns |
| Hold Startpoint | wr_data[3] |
| Critical path data required time | around 2.8 ns |
| # diodes | 0 |
| Layout filler cell count | 530 |
| Total CTS buffers | 5 |
| Max Freq | 330 MHz |
| Clk sink count | 36 |
| Post-layout util | around 40% |
| Crit path from | rd1_addr[0] |
| Hold WC Path Type | in -> reg |
| First-pass GRT wire length | 5780 um |
| Synth cell types | 12 |
| YS warnings | 1 |
| Crit path top cell by count | clkdlybuf4s50_1 |
| Clock transition at the registers of the reported paths | 0.07 ns |
| Period minus WS final | 3.03 ns |
| Final period util | 86.6% |
==> report_power, final <==
part           internal [mW]  switching, mW
logic                  0.110         0.0498
clock network          0.135          0.136
registers              0.510         0.0144
total                  0.755          0.200
==> per-layer routing <==
layer  global-route usage [%]  up-vias  part of all wire (%)
met3                     6.00        4                   8.5
met4                     1.79        0                   1.5
met2                     20.6       51                    48
li1                         -      495                     -
met1                     18.6      506                    42
met5                        0        -                     0
==> cell type report <==
class	instances	area (um2)	area share (%)
clock buffers	5	68.8	2.90
clock inverters	3	13.8	0.580
inverters	1	3.75	0.158
multi-input cells	63	732	30.8
flip-flops and latches	36	1080	45.5
well taps	75	93.8	3.95
repair buffers	39	380	16.0
==> synth_stat cells <==
library cell | count | area, um2
a31o_2 | 2 | 17.5
and2_1 | 36 | 225
and4bb_4 | 2 | 32.5
buf_6 | 2 | 22.5
clkbuf_2 | 2 | 10.0
edfxtp_1 | 36 | 1080
inv_1 | 1 | 3.75
mux4_2 | 18 | 405
nand2b_1 | 1 | 6.26
nor2b_1 | 1 | 6.26
nor4b_4 | 1 | 23.8
o21bai_1 | 2 | 15.0
==> stage by stage <==
step	total power, mW	instance area [um2]
2_1_floorplan	0.598	1850
3_3_place_gp	0.693	2290
3_5_place_dp	0.696	2290
4_1_cts	0.967	2370
5_1_grt	1.00	2370
6_report	0.955	2370
==> critical path, delay by kind of cell <==
kind                   cells  cell delay [ns]
buffers and inverters      3             1.10
muxes                      1             0.54
==> final timing paths <==
check / end / slack (ns) / cells past startpoint
setup / recovery: rd1_data[3] / 0.47 / 4
hold / removal: regis[3][3]$_DFFE_PP_ / 1.13 / 2
==> cells by family (layout without fill, tap and decap cells) <==
family | Yosys count | count (layout) | synth area share (%)
and+or+nand+nor | 41 | 41 | 15.9
DFF | 36 | 36 | 58.5
muxes | 18 | 18 | 21.9
buffers and inverters | 5 | 48 | 1.96
AOI/OAI and AO/OA | 4 | 4 | 1.76
No activity file was given, so power comes from the tool's default toggle rates.
